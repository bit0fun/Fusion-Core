<file path="flow/run.sh">
#!/bin/bash
# OpenROAD 26Q1-2900-gdf79404cd8, Yosys 0.63+post, stock flow scripts
make -C /OpenROAD-flow-scripts/flow DESIGN_CONFIG=/design/flow/config.mk WORK_HOME=/design/flow/orfs finish
</file>
<file path="flow/config.mk">
export PLATFORM = sky130hd
export DESIGN_NAME = and_32
export DESIGN_NICKNAME = and_32
export VERILOG_FILES = /design/flow/design.v
export SDC_FILE = /design/flow/constraint.sdc
export NUM_CORES = 4
export LEC_CHECK = 1
export CORE_AREA = 10 10 70 70
export DIE_AREA = 0 0 80 80
</file>
<file path="flow/constraint.sdc">
current_design and_32

set clk_period 1.0
set clk_io_pct 0.2

create_clock -name clk0 -period $clk_period

set non_clock_inputs [all_inputs -no_clocks]
set_input_delay [expr $clk_period * $clk_io_pct] -clock clk0 $non_clock_inputs
set_output_delay [expr $clk_period * $clk_io_pct] -clock clk0 [all_outputs]
</file>
<file path="flow/design.v">
module and_32(
	input [31:0] a,  
	input [31:0] b,
	output [31:0] out  
	);
	assign out[0] 	=  a[0]  &  b[0]; 
	assign out[1] 	=  a[1]  &  b[1]; 
	assign out[2] 	=  a[2]  &  b[2]; 
	assign out[3] 	=  a[3]  &  b[3]; 
	assign out[4] 	=  a[4]  &  b[4]; 
	assign out[5] 	=  a[5]  &  b[5]; 
	assign out[6] 	=  a[6]  &  b[6]; 
	assign out[7] 	=  a[7]  &  b[7]; 
	assign out[8] 	=  a[8]  &  b[8]; 
	assign out[9] 	=  a[9]  &  b[9]; 
	assign out[10]	=  a[10] &  b[10]; 
	assign out[11] 	=  a[11] &  b[11]; 
	assign out[12] 	=  a[12] &  b[12]; 
	assign out[13] 	=  a[13] &  b[13]; 
	assign out[14] 	=  a[14] &  b[14]; 
	assign out[15] 	=  a[15] &  b[15]; 
	assign out[16] 	=  a[16] &  b[16]; 
	assign out[17] 	=  a[17] &  b[17]; 
	assign out[18] 	=  a[18] &  b[18]; 
	assign out[19] 	=  a[19] &  b[19]; 
	assign out[20] 	=  a[20] &  b[20]; 
	assign out[21] 	=  a[21] &  b[21]; 
	assign out[22] 	=  a[22] &  b[22]; 
	assign out[23] 	=  a[23] &  b[23];
	assign out[24] 	=  a[24] &  b[24]; 
	assign out[25]	=  a[25] &  b[25]; 
	assign out[26] 	=  a[26] &  b[26]; 
	assign out[27] 	=  a[27] &  b[27]; 
	assign out[28] 	=  a[28] &  b[28]; 
	assign out[29] 	=  a[29] &  b[29]; 
	assign out[30] 	=  a[30] &  b[30];
	assign out[31] 	=  a[31] &  b[31];
endmodule
</file>
==> job_summary.md <==
### Flow metrics

| Metric | Value |
|---|---|
| Max cap viols | 0 |
| Top cells, area | and2_1 |
| Slew HR | 96.7% |
| Fillers | 416 |
| DR WL/cell | 12.5 um |
| Initial antenna violation count | 0 |
| Fin. Hold Viols | 0 |
| VDD IR-drop max | 86.5 uV |
| Routability-driven placement congestion ratio | 0.806 |
| Cell type with the largest total area | and2_1 |
| Placed Cells | 174 |
| Warnings, synthesis | 0 |
| Sequential cell area | 0 um2 |
| Total GRT Usage | 6.23% |
| Gr ovfl total | 0 |
| Slew Limit Fails | 0 |
| Outcome | finished clean |
| Synth-to-Final Area Change | 390% |
| Power Density | 253 nW/um2 |
| Post-Syn Area | 200 um2 |
| Hold crit path type | input pin to output pin |
| Drt total wl | 2.17 mm |
| Yosys Instances | 32 |
| Seq share, synth | 0% |
| Flop count | 0 |
| Number of logged tool warnings | 32 |
| I/O Pins | 96 |
| Min Tclk post-route | 880 ps |
| RSZ-0062 raised after global routing | no |
| Setup bufs post-CTS | 0 |
| Clock buf count | 0 |
| Drc violations | 0 |
| Worst slew pin tran | 49.2 ps |
| Cells after synthesis | 32 |
| Die Size | 6400 um2 |
| First-pass GRT wire length | 3.31 mm |
| Yosys xor share | 0% |
| Die Span Y | 80 um |
| Core footprint | 3420 um2 |
| Crit Path Category | input pin to output pin |
| Crit Path Max Fanout | 1 |
| Comb area leader | simple AND/OR/NAND/NOR gates |
| Synth cell types | 1 |
| Aoi share | 0% |
| Final total power | 248 uW |
| Top cell area share | 100% |
| Via count | 551 |
| Hold wc startpoint | a[24] |
| Pleak | 0.576 nW |
| PortBufs | 96 |
| Critical Path Source Type | input pin |
| Hold Slack | 764 ps |
| Vias in the first global route | 650 |
| Peak Freq | 1140 MHz |
| Diode count | 0 |
| Violation count after the first detailed-route iteration | 2 |
| Yosys simple share | 100% |
| Post-DP HPWL | 2.17 mm |
| CP Capture Type | output pin |
| CP Data Required Time | 800 ps |
| Worst hold path cell count | 3 |
| DR vias/cell | 3.17 |
| Worst EP arrival | 680 ps |
| Hold-critical path endpoint | out[24] |
| Pre-antenna DRT Iters | 2 |
| Post-Layout Cell Count | 174 |
| # hold bufs at CTS | 0 |
| Share of layout cells above drive strength 1 | 25.8% |
| Tcrit/Tclk final | 88.0% |
| Chip Width | 80 um |
| Adder share | 0% |
| Yosys chip area | 200 um2 |
| MUX area fraction | 0% |
| Starting density of the core | 5.86% |
| Largest net degree at the start of global routing | 2 |
| Synthesized area per cell | 6.26 um2 |
| Setup violators final | 0 |
| Post-DRT Antenna Nets | 0 |
| Setup TNS | 0 ps |
| Cell Rows | 21 |
## worst max-delay path by stage
stage,slack (ps),from,cells past startpoint,endpoint
after CTS,110,b[17],3,out[17]
final,120,b[17],3,out[17]
after global routing,80,b[8],3,out[8]
## placed cells by master (no fill, tap or decap), drive strengths merged
cell	n
and2	32
buf	32
dlygate4sd2	64
## where the power goes
group | switching [mW] | internal, mW | leakage [nW] | total, mW
registers | 0 | 0 | 0 | 0
logic | 0.0485 | 0.199 | 0.576 | 0.248
clock network | 0 | 0 | 0 | 0
## through the flow
stage,utilization [%],worst slack (ps),instance area [um2]
4_1_cts,28.7,106,981
3_5_place_dp,35.7,-473,1220
5_1_grt,28.7,81.3,981
3_3_place_gp,35.7,-464,1220
6_report,28.7,120,981
2_1_floorplan,-,486,200
## synthesized netlist by cell type
master and number:
and2_1 32
## layer usage
metal	up-vias	share of wire (%)	track usage [%]
met5	-	0	0
met3	0	14	3.41
met2	43	52	11.5
li1	288	-	-
met1	220	33	6.39
met4	0	0	0
## area by class of cell
class                           instances  area (um2)  share of cell area, %
Multi-Input combinational cell         32         203                   20.7
Tap cell                               46        57.6                   5.87
Timing Repair Buffer                   96         721                   73.5
## kinds of logic after synthesis
family and Yosys count:
and+or+nand+nor 32
## critical path: stages
cell and delay [ps]:
dlygate4sd2_1 230, and2_1 140, buf_2 110
## repair_timing
action                                  CTS  global route
resized                                 163             0
hold endpoints to repair                  0             0
endpoints found under the setup margin   32             0
Power is estimated from default activity; no workload was simulated.
